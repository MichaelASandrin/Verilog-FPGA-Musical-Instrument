--- flow/run.sh ---
#!/bin/bash
# OpenROAD 26Q1-2900-gdf79404cd8, Yosys 0.63+post, stock flow scripts
make -C /OpenROAD-flow-scripts/flow DESIGN_CONFIG=/design/flow/config.mk WORK_HOME=/design/flow/orfs finish
--- flow/config.mk ---
export PLATFORM = sky130hd
export DESIGN_NAME = box
export DESIGN_NICKNAME = box
export VERILOG_FILES = /design/flow/design.v
export SDC_FILE = /design/flow/constraint.sdc
export NUM_CORES = 4
export LEC_CHECK = 1
export CORE_UTILIZATION = 40
--- flow/constraint.sdc ---
current_design box

set clk_period 9.8
set clk_io_pct 0.2

create_clock -name clk0 -period $clk_period [get_ports {clk}]

set non_clock_inputs [all_inputs -no_clocks]
set_input_delay [expr $clk_period * $clk_io_pct] -clock clk0 $non_clock_inputs
set_output_delay [expr $clk_period * $clk_io_pct] -clock clk0 [all_outputs]
--- flow/design.v ---
module box(
input clk, 
input sw, 
output reg speaker);
reg [30:0] sound;
always @(posedge clk) 
begin
	sound <= sound+31'd1;
end
wire [7:0] tunes;
music getnotes(.clk(clk), .sw(sw), .address(sound[29:22]), .notes(tunes));
wire [2:0] octave;
wire [3:0] notes;
divide_12 getnotes_octave(.num(tunes[5:0]), .quotient(octave), .rem(notes));
reg [8:0] clkdiv;
always @*
case(notes)
	 0: clkdiv = 9'd511; 
	 1: clkdiv = 9'd482; 
	 2: clkdiv = 9'd455; 
	 3: clkdiv = 9'd430; 
	 4: clkdiv = 9'd405; 
	 5: clkdiv = 9'd383; 
	 6: clkdiv = 9'd361; 
	 7: clkdiv = 9'd341; 
	 8: clkdiv = 9'd322; 
	 9: clkdiv = 9'd303; 
	10: clkdiv = 9'd286; 
	11: clkdiv = 9'd270; 
	default: clkdiv = 9'd0;
endcase
reg [8:0] notes_count;
reg [7:0] octave_counter;
always @(posedge clk)
begin
	if(notes_count==0)
	begin
		 notes_count <= clkdiv;
			if(octave_counter==0)
			begin
				octave_counter<=8'd255 >> octave;
			end
			else
			begin
				octave_counter <= octave_counter-8'd1;
			end
	end
	else 
	begin
		notes_count <= notes_count-9'd1;
	end
	if(notes_count==0 && octave_counter==0)
	begin
		if(tunes!=0 && sound[21:18]!=0)
		begin
		speaker <= ~speaker;
		end	
	end
end
endmodule
module divide_12(
	input [5:0] num,   
	output reg [2:0] quotient, 
	output [3:0] rem
);
reg [1:0] rem_32;
always @(num[5:2])
begin 
	quotient=(num[5:2])/3;
	rem_32 = (num[5:2])%3;
end	
assign rem[1:0] = num[1:0];   
assign rem[3:2] = rem_32;   
endmodule
module music(input clk, input sw,input [7:0] address,output reg [7:0] notes);
always @(posedge clk)
if (sw== 1'b1)
begin
	case(address)
		     0: notes<= 8'd22;
	  		  1: notes<= 8'd22;
			  2: notes<= 8'd22;
			  3: notes<= 8'd22;
			  4: notes<= 8'd22;
			  5: notes<= 8'd22;
			  6: notes<= 8'd22;
			  7: notes<= 8'd22;
			  8: notes<= 8'd00;
			  9: notes<= 8'd22;
			  10: notes<= 8'd22;
			 11: notes<= 8'd22;
			 12: notes<= 8'd22;
			 13: notes<= 8'd22;
			 14: notes<= 8'd22;
			 15: notes<= 8'd22;
			 16: notes<= 8'd22;
			 17: notes<= 8'd00;
			 18: notes<= 8'd22;
		    19: notes<= 8'd22;
			 20: notes<= 8'd25;
			 21: notes<= 8'd25;
			 22: notes<= 8'd18;
			 23: notes<= 8'd18;
			 24: notes<= 8'd20;
			 25: notes<= 8'd00;
			 26: notes<= 8'd00;
			 27: notes<= 8'd22;
			 28: notes<= 8'd22;
			 29: notes<= 8'd22;
			 30: notes<= 8'd22;
			 31: notes<= 8'd22;
			 32: notes<= 8'd22;
			 33: notes<= 8'd22;
			 34: notes<= 8'd22;
			 35: notes<= 8'd00;
			 36: notes<= 8'd23;
			 37: notes<= 8'd23;
			 38: notes<= 8'd23;
			 39: notes<= 8'd23;
			 40: notes<= 8'd23;
			 41: notes<= 8'd23;
			 42: notes<= 8'd23;
			 43: notes<= 8'd00;
			 44: notes<= 8'd00;
			 45: notes<= 8'd23;
			 46: notes<= 8'd23;
			 47: notes<= 8'd22;	 
			 48: notes<= 8'd22;
			 49: notes<= 8'd22;
			 50: notes<= 8'd22;
			 51: notes<= 8'd22;
			 52: notes<= 8'd22;
			 53: notes<= 8'd22;
			 54: notes<= 8'd00;
			 55: notes<= 8'd22;
			 56: notes<= 8'd22;
			 57: notes<= 8'd20;
			 58: notes<= 8'd20;
			 59: notes<= 8'd20;
			 60: notes<= 8'd20;
			 61: notes<= 8'd22;
			 62: notes<= 8'd22;
			 63: notes<= 8'd00;
			 64: notes<= 8'd20;
			 65: notes<= 8'd20;
			 66: notes<= 8'd20;
			 67: notes<= 8'd20;
			 68: notes<= 8'd20;
			 69: notes<= 8'd25;
			 70: notes<= 8'd25;
			 71: notes<= 8'd25;
			 72: notes<= 8'd25;
			 73: notes<= 8'd00;
			 74: notes<= 8'd22;
			 75: notes<= 8'd22;
			 76: notes<= 8'd22;
			 77: notes<= 8'd22;
			 78: notes<= 8'd22;
			 79: notes<= 8'd22;
			 80: notes<= 8'd22;
			 81: notes<= 8'd22;
			 82: notes<= 8'd00;
			 83: notes<= 8'd22;
			 84: notes<= 8'd22;
			 85: notes<= 8'd22;
			 86: notes<= 8'd22;
			 87: notes<= 8'd22;
			 88: notes<= 8'd22;
			 89: notes<= 8'd22;
			 90: notes<= 8'd22;
			 91: notes<= 8'd22;
			 92: notes<= 8'd22;
			 93: notes<= 8'd00;
			 94: notes<= 8'd22;
			 95: notes<= 8'd22;
			 96: notes<= 8'd25;
			 97: notes<= 8'd25;
			 98: notes<= 8'd18;
			 99: notes<= 8'd18;
			100: notes<= 8'd20;
			101: notes<= 8'd00;
			102: notes<= 8'd00;
			103: notes<= 8'd22;
			104: notes<= 8'd22;
			105: notes<= 8'd22;
			106: notes<= 8'd22;
			107: notes<= 8'd22;
			108: notes<= 8'd22;
			109: notes<= 8'd22;
			110: notes<= 8'd22;
			111: notes<= 8'd00;
			112: notes<= 8'd23;
			113: notes<= 8'd23;
			114: notes<= 8'd23;
			115: notes<= 8'd23;
			116: notes<= 8'd23;
			117: notes<= 8'd23;
			118: notes<= 8'd23;
			119: notes<= 8'd23;
			120: notes<= 8'd00;
			121: notes<= 8'd23;
			122: notes<= 8'd23;
			123: notes<= 8'd22;
			124: notes<= 8'd22;
			125: notes<= 8'd22;
			126: notes<= 8'd22;
			127: notes<= 8'd22;
			128: notes<= 8'd22;
			129: notes<= 8'd22;
			130: notes<= 8'd00;
			131: notes<= 8'd25;
			132: notes<= 8'd25;
			133: notes<= 8'd25;
			134: notes<= 8'd25;
			135: notes<= 8'd23;
			136: notes<= 8'd23;
			137: notes<= 8'd20;
			138: notes<= 8'd20;
			139: notes<= 8'd00;
			140: notes<= 8'd18;
			141: notes<= 8'd18;
			142: notes<= 8'd18;
			143: notes<= 8'd18;
			144: notes<= 8'd18;
			145: notes<= 8'd18;
			146: notes<= 8'd18;
			147: notes<= 8'd18;
			148: notes<= 8'd00;	
			default: notes <= 8'd0;
	endcase
	end
	else
	begin
		case(address)
		  0: notes<= 8'd18;
		  1: notes<= 8'd18;
		  2: notes<= 8'd18;
		  3: notes<= 8'd18;
		  4: notes<= 8'd25;
		  5: notes<= 8'd25;
		  6: notes<= 8'd25;
		  7: notes<= 8'd25;
		  8: notes<= 8'd00;
		  9: notes<= 8'd27;
		  10: notes<= 8'd27;
		 11: notes<= 8'd27;
		 12: notes<= 8'd27;
		 13: notes<= 8'd25;
		 14: notes<= 8'd25;
		 15: notes<= 8'd25;
		 16: notes<= 8'd25;
		 17: notes<= 8'd00;
		 18: notes<= 8'd23;
		 19: notes<= 8'd23;
		 20: notes<= 8'd23;
		 21: notes<= 8'd23;
		 22: notes<= 8'd22;
		 23: notes<= 8'd22;
		 24: notes<= 8'd22;
		 25: notes<= 8'd22;
		 26: notes<= 8'd00;
		 27: notes<= 8'd20;
		 28: notes<= 8'd20;
		 29: notes<= 8'd20;
		 30: notes<= 8'd20;
		 31: notes<= 8'd18;
		 32: notes<= 8'd18;
		 33: notes<= 8'd18;
		 34: notes<= 8'd18;
		 35: notes<= 8'd00;
		 36: notes<= 8'd25;
		 37: notes<= 8'd25;
		 38: notes<= 8'd25;
		 39: notes<= 8'd25;
		 40: notes<= 8'd23;
		 41: notes<= 8'd23;
		 42: notes<= 8'd23;
		 43: notes<= 8'd23;
		 44: notes<= 8'd00;
		 45: notes<= 8'd22;
		 46: notes<= 8'd22;
		 47: notes<= 8'd22;	 
		 48: notes<= 8'd22;
		 49: notes<= 8'd20;
		 50: notes<= 8'd20;
		 51: notes<= 8'd20;
		 52: notes<= 8'd20;
		 53: notes<= 8'd00;
		 54: notes<= 8'd25;
		 55: notes<= 8'd25;
		 56: notes<= 8'd25;
		 57: notes<= 8'd25;
		 58: notes<= 8'd23;
		 59: notes<= 8'd23;
		 60: notes<= 8'd23;
		 61: notes<= 8'd23;
		 62: notes<= 8'd00;
		 63: notes<= 8'd22;
		 64: notes<= 8'd22;
		 65: notes<= 8'd22;
		 66: notes<= 8'd22;
		 67: notes<= 8'd20;
		 68: notes<= 8'd20;
		 69: notes<= 8'd20;
		 70: notes<= 8'd20;
		 71: notes<= 8'd00;
		 72: notes<= 8'd18;
		 73: notes<= 8'd18;
		 74: notes<= 8'd18;
		 75: notes<= 8'd18;
		 76: notes<= 8'd25;
		 77: notes<= 8'd25;
		 78: notes<= 8'd25;
		 79: notes<= 8'd25;
		 80: notes<= 8'd00;
		 81: notes<= 8'd27;
		 82: notes<= 8'd27;
		 83: notes<= 8'd27;
		 84: notes<= 8'd27;
		 85: notes<= 8'd25;
		 86: notes<= 8'd25;
		 87: notes<= 8'd25;
		 88: notes<= 8'd25;
		 89: notes<= 8'd00;
		 90: notes<= 8'd23;
		 91: notes<= 8'd23;
		 92: notes<= 8'd23;
		 93: notes<= 8'd23;
		 94: notes<= 8'd22;
		 95: notes<= 8'd22;
		 96: notes<= 8'd22;
		 97: notes<= 8'd22;
		 98: notes<= 8'd00;
		 99: notes<= 8'd20;
		100: notes<= 8'd20;
		101: notes<= 8'd20;
		102: notes<= 8'd20;
		103: notes<= 8'd18;
		104: notes<= 8'd18;
		105: notes<= 8'd18;
		106: notes<= 8'd18;
		107: notes<= 8'd00;
		default: notes <= 8'd0; 
			endcase
	end
endmodule
==> metrics.yaml <==
ys_chip_area_um2: 4140
path_cells: "nand4_1 > or3_1 > nor3_1 > nand4_1 > xor2_1 > ha_1 > ha_1 > inv_1 > o21ai_1 > a211oi_2 > a2111oi_0 > o32ai_1"
gr-total-overflow: 0
ff_type: "dfxtp_1"
start_kind: "flip-flop"
syn-instance-count: 482
stdcell_count: 614
grt_usage_pct: 19.2
worstMarginPinSlew_ns: 0.893
tritoncts: "built"
core_um2: 9910
synth_flops: 63
drt_iter0_drc: 248
fp.dieH_um: 104
maxCapViolations: 0
insertion_delay_ns: 0.34
htreeDepth: 3
cts_resized: 0
edf_count: 9
diodes: 0
finalSetupViolCount: 0
dpl_cell_area_um2: 4220
crit_cells: 12
cellPowerDensity_nw_per_um2: 116
final_max_slew_viol_count: 0
end_kind: "flip-flop"
drc: 0
first_global_vias: 3238
required_ns: 10.01
die_w_um: 104
design_area_um2: 4410
hp-class: "flip-flop to flip-flop"
rows: 36
grt_max_degree: 33
top_area_share_pct: 26.1
yosys-top-cells-area: "dfxtp_1 (26%), ha_1 (7.9%), edfxtp_1 (6.5%)"
fmax_mhz: 255
whs_ns: 0.426
hold_depth: 1
gp_congestion: 0.978
vias_per_cell: 5.77
post-dp-hpwl_mm: 6.88
avgRoutedWirePerCell_um: 16.1
path_class: "flip-flop to flip-flop"
fp_util_pct: 41.8
yosys_warnings: 3
ff2ff_setup_slack_ns: 5.87
holdBufCountCts: 0
r2r_cells: 12
yosys_cells: 482
drt-total-wl_mm: 9.86
area_delta_synth_final_pct: 6.52
synth-seq-area-share_pct: 32.6
port_buffers: 2
period_minus_slack_ns: 3.93
top_cell: "dfxtp_1"
ant_nets: 0
async_reset_ff_share_pct: 0
clock_sinks: 63
cts_setup_buffers: 0
critical_path_buf_inv_count: 1
stage_log_warnings: 43
grt_pass1_wl_mm: 16.5
num_vias: 3545
crit_family: "simple AND/OR/NAND/NOR gates"
fin_crit_sh_pct: 40.1
arrival_ns: 4.14
avgSynthCellArea_um2: 8.60
finClkSkew_ns: 0.00911
antenna_found_initial: 0
max_stage_delay_ns: 0.48
drive_gt1_share_pct: 8.11
leakagePower_nw: 1.70
ir_drop_mv: 0.0523
hold_viol: 0
cts.clk_slew.worst_paths_ns: 0.07
path_max_fanout: 6
setup_tns_ns: 0
clockRootBuffer: "clkbuf_8"
common_cells: "dfxtp_1 (54), nand2_1 (40), nor2_1 (34), ha_1 (26)"
status: "complete, no violations"
synth.distinct_cells: 76
placedCellCount: 598
synth_area_um2: 4140
rsz0062_at_grt: "false"
ios: 3
max-slew-margin-rel_pct: 39.9
synth.largest_area_cell: "dfxtp_1"
clock_path_buffers: 2
slowest_stage: "or3_1"
cts_buffers: 9
drtPass1Iterations: 5
dieArea_um2: 10800
[path summary, 6_finish.rpt]
kind	from	end
max	sound[14]$_DFF_P_	flip-flop
min	sound[0]$_DFF_P_	sound[0]$_DFF_P_
max reg2reg	sound[14]$_DFF_P_	flip-flop
min reg2reg	sound[0]$_DFF_P_	sound[0]$_DFF_P_
[metal layers]
layer	GRT usage [%]	vias to the layer above	share of wire (%)
met4	2.96	0	0.77
met3	2.69	7	5.3
li1	-	1779	-
met2	29.7	109	45
met5	0	-	0
met1	29.6	1650	49
[area by class of cell]
class                           instances  area, um2
Fill cell                             932       5500
Multi-Input combinational cell        367       2530
Sequential cell                        63       1350
Tap cell                              133        166
Clock buffer                           11        141
Inverter                               28        110
Timing Repair Buffer                    7       57.6
Clock inverter                          5       56.3
[stage by stage]
step / setup slack (ns) / util (%) / power [mW]
after global routing: 5.42 / 44.5 / 0.537
final: 5.87 / 44.5 / 0.512
after floorplan: 6.63 / - / 0.289
after CTS: 5.96 / 44.5 / 0.521
after detailed placement: 6.02 / 42.6 / 0.292
after global placement: 6.12 / 42.6 / 0.292
[power by group]
group	switching, mW	internal (mW)	total [mW]
logic	0.00795	0.00835	0.0163
registers	0.00397	0.267	0.271
clock network	0.101	0.124	0.225
total	0.113	0.399	0.512
[logic make-up after synthesis]
logic type / synth area share [%]
xor+xnor: 7.61
compound gates: 22.0
simple gates: 22.0
flops: 32.6
mux: 1.63
fa+ha+maj: 7.85
buf+inv: 6.31
[cells in the final DEF, fill, tap and decap left out, drive strengths merged, types with 6 or more instances in the layout]
cell / netlist / final
a31oi: 15 / 15
nand2: 41 / 41
ha: 26 / 26
nor4: 7 / 7
nand4: 11 / 11
inv: 28 / 29
o22ai: 6 / 6
and3: 10 / 10
a211oi: 8 / 8
clkbuf: 10 / 11
nor3: 10 / 10
nand3: 20 / 20
xor2: 18 / 18
nor2: 36 / 36
edfxtp: 9 / 9
o21ai: 19 / 19
dfxtp: 54 / 54
a21oi: 25 / 25
or3: 6 / 6
a21o: 6 / 6
xnor2: 18 / 18
Power is estimated from default activity; no workload was simulated.
